File: flow/design.v
module ReadWrite(input RD, input WR, input A0, input A1, input CS, output [3:0]ReadSignal, output [3:0]WriteSignal);
assign ReadSignal = 	(A1==0 && A0==0 && RD==0 && WR==1 && CS==0)?'b0001:
			(A1==0 && A0==1 && RD==0 && WR==1 && CS==0)?'b0010:
			(A1==1 && A0==0 && RD==0 && WR==1 && CS==0)?'b0100:
			'b0000; 
assign WriteSignal = 	(A1==0 && A0==0 && RD==1 && WR==0 && CS==0)?'b0001:
			(A1==0 && A0==1 && RD==1 && WR==0 && CS==0)?'b0010:
			(A1==1 && A0==0 && RD==1 && WR==0 && CS==0)?'b0100:
			(A1==1 && A0==1 && RD==1 && WR==0 && CS==0)?'b1000:
			'b0000; 
endmodule
File: flow/config.mk
export PLATFORM = sky130hd
export DESIGN_NAME = ReadWrite
export DESIGN_NICKNAME = ReadWrite
export VERILOG_FILES = /design/flow/design.v
export SDC_FILE = /design/flow/constraint.sdc
export NUM_CORES = 4
export LEC_CHECK = 1
export CORE_AREA = 10 10 70 70
export DIE_AREA = 0 0 80 80
File: flow/constraint.sdc
current_design ReadWrite

set clk_period 1.7
set clk_io_pct 0.2

create_clock -name clk0 -period $clk_period

set non_clock_inputs [all_inputs -no_clocks]
set_input_delay [expr $clk_period * $clk_io_pct] -clock clk0 $non_clock_inputs
set_output_delay [expr $clk_period * $clk_io_pct] -clock clk0 [all_outputs]
File: flow/run.sh
#!/bin/bash
# OpenROAD 26Q1-2900-gdf79404cd8, Yosys 0.63+post, stock flow scripts
make -C /OpenROAD-flow-scripts/flow DESIGN_CONFIG=/design/flow/config.mk WORK_HOME=/design/flow/orfs finish
==> flow_metrics.tcl <==
# metrics dict for downstream scripts
set metrics [dict create \
    total_leakage_power_nw 0.1537 \
    tool_warnings 32 \
    ant_nets 0 \
    final-setup-viol-count 0 \
    powerDensity_mw_per_mm2 132.6 \
    combPwrFrac_pct 100.0 \
    logic_family "simple AND/OR/NAND/NOR gates" \
    portBuffers 12 \
    seq_cell_count 0 \
    yosysTopAreaCellShare_pct 14.29 \
    cts_hold_buffers 0 \
    startpoint_type "input port" \
    core_region_area_mm2 0.003416 \
    simple_gate_area_share_pct 87.14 \
    fmax_mhz 614.3 \
    pre_cts_ws_ns -0.4633 \
    initial_core_util_pct 2.564 \
    hp-start "CS" \
    ys_seq_share_pct 0 \
    p_int_mw 0.02700 \
    viasPerCell 2.132 \
    timing.final.ws_setup_ns 0.07210 \
    die_y_um 80 \
    die_w_um 80 \
    maxCapViolCount 0 \
    hold_viol_final 0 \
    antenna_found_initial 0 \
    ys_sh_mux_pct 0 \
    synthCells 13 \
    seqPwrFrac_pct 0 \
    routed_wl_um 504 \
    synth_xor_xnor_area_share_pct 0 \
    top_cells_by_count "2 x nand2b_1, 2 x nor3_1" \
    layout_min_cycle_time_ns 1.628 \
    yosysUniqueCellTypes 11 \
    area_growth_pct 281.4 \
    drive_gt1_share_pct 60.00 \
    peakVddDrop_uv 12.36 \
    first_iter_violations 0 \
    path_class "input port to output port" \
    min_period_over_period_pct 95.76 \
    rows 21 \
    drc 0 \
    ys_chip_area_um2 87.58 \
    yosys-stat-cells 13 \
    pwr-share-clk_pct 0 \
    clockBufferCount 0 \
    io_pins 13 \
    top_area_cell "nand2b_1" \
    fillerInstances 400 \
    cp.arrival_ns 1.29 \
    holdPathStages 4 \
    swShare_pct 39.05 \
    yosys-top-cells-area "nand2b_1 14%, or3b_4 13%, nor3_1 11%" \
    num_vias 162 \
    crit_fanout 3 \
    yosys_warnings 0 \
    net-switching-power_mw 0.01730 \
    grtUsageTotal_pct 1.316 \
    grt_pass1_wl_um 717 \
    grt_remaining_overflow 0 \
    first_global_vias 157 \
    aoi_share_pct 0 \
    hold-path-endpoint "WriteSignal[0]" \
    firstDrtPassIters 1 \
    hp-class "input port to output port" \
    diodes 0 \
    cp-end-kind "output port" \
    status "finished, final reports clean" \
    place.gp.congestion 0.7439 \
    cp.required_ns 1.36 \
    logic_area_um2 112.6 \
    chipArea_mm2 0.006400 \
    drv_slew 0 \
    syn_area_um2 87.58 \
    adder_share_pct 0 \
    wl_per_cell_um 6.632 \
    register_area_um2 0 \
    syn_area_per_cell_um2 6.737 \
    grt_max_degree 5 \
    fin_util_pct 9.780 \
]
## layout make-up
cell class                 count  area share (%)
timing repair buffer          18           49.06
multi-input combinational     12           33.71
tap                           46           17.23
## routing by layer
layer	routed length, um	track usage (%)	up-vias
li1	-	-	79
met1	178	1.384	71
met2	198	2.167	12
met3	127	1.023	0
met4	0	0	0
met5	0	0	-
## power by group through the flow
stage | clock network, mW | logic, mW | registers, mW
CTS | 0 | 0.0410 | 0
global route | 0 | 0.0481 | 0
finish | 0 | 0.0443 | 0
## through the flow
stage	hold WS (ns)	instances	cell area, um2	setup TNS, ns	power (mW)
floorplan	0.6927	13	87.58	0	0.009332
finish	1.169	76	334.1	0	0.04430
CTS	1.162	74	316.6	0	0.04103
detailed placement	1.670	73	280.3	-2.600	0.03557
global route	1.197	76	334.1	-0.006513	0.04809
global placement	1.659	73	280.3	-2.370	0.03481
## critical path: stages
cell and delay [ns]:
clkdlybuf4s15_2 0.21, or3b_4 0.40, buf_4 0.14, nor3_2 0.08, buf_2 0.11
## cells in the final DEF, fill, tap and decap left out, drive strengths merged
master         instances
nor4                   1
or3b                   1
nand2b                 2
nand3b                 1
dlymetal6s2s           1
buf                    7
conb                   1
nor4b                  1
nor3                   3
dlygate4sd2            5
clkdlybuf4s15          5
nor2                   2
## worst max-delay path by stage
| stage | from | to | depth (start not counted) |
|---|---|---|---|
| after CTS | A0 | WriteSignal[3] | 5 |
| after global routing | A0 | WriteSignal[1] | 6 |
| final | WR | WriteSignal[0] | 5 |
## cell families (layout without fill, tap and decap cells)
kind of cell,count (synthesis),count (layout)
other,1,1
AND/OR/NAND/NOR,11,11
buffers and inverters,1,18
## repair_timing
action                                  CTS  global route
buffers inserted                          1             2
gates resized                            27             1
endpoints found under the setup margin    7             1
pin swaps                                 3             1
cloned                                    0             0
Power is estimated from default activity; no workload was simulated.
