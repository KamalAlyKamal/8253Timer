### /design/flow/design.v
module ControlWordRegister(	
inout [7:0]Data,
input WriteSignal,
input  [5:0] ControlWord0i, 
input  [5:0] ControlWord1i, 
input  [5:0] ControlWord2i,
output [5:0] ControlWord0o, 
output [5:0] ControlWord1o, 
output [5:0] ControlWord2o,
input  [2:0] EnableCounterLatchi, 
output [2:0] EnableCounterLatcho, 
input  [2:0] EnableStatusLatchi, 
output [2:0] EnableStatusLatcho
);
reg [7:0] ControlWord;
always @(posedge WriteSignal) begin
	ControlWord = Data;
end
assign ControlWord0o = (ControlWord[7:6] == 2'b00) ? ControlWord[5:0] : ControlWord0i;
assign ControlWord1o = (ControlWord[7:6] == 2'b01) ? ControlWord[5:0] : ControlWord1i;
assign ControlWord2o = (ControlWord[7:6] == 2'b10) ? ControlWord[5:0] : ControlWord2i;
assign EnableStatusLatcho = (ControlWord[7:6] == 2'b11 && ControlWord[4]==1'b0 && WriteSignal=='b1) ? ControlWord[3:1] : EnableStatusLatchi;
assign EnableCounterLatcho = (ControlWord[7:6] == 2'b11 && ControlWord[5]==1'b0 && WriteSignal=='b1) ? ControlWord[3:1] : EnableCounterLatchi;
endmodule
### /design/flow/run.sh
#!/bin/bash
# OpenROAD 26Q1-2900-gdf79404cd8, Yosys 0.63+post, stock flow scripts
make -C /OpenROAD-flow-scripts/flow DESIGN_CONFIG=/design/flow/config.mk WORK_HOME=/design/flow/orfs finish
### /design/flow/config.mk
export PLATFORM = sky130hd
export DESIGN_NAME = ControlWordRegister
export DESIGN_NICKNAME = ControlWordRegister
export VERILOG_FILES = /design/flow/design.v
export SDC_FILE = /design/flow/constraint.sdc
export NUM_CORES = 4
export LEC_CHECK = 1
export CORE_AREA = 10 10 70 70
export DIE_AREA = 0 0 80 80
### /design/flow/constraint.sdc
current_design ControlWordRegister

set clk_period 1.5
set clk_io_pct 0.2

create_clock -name clk0 -period $clk_period [get_ports {WriteSignal}]

set non_clock_inputs [all_inputs -no_clocks]
set_input_delay [expr $clk_period * $clk_io_pct] -clock clk0 $non_clock_inputs
set_output_delay [expr $clk_period * $clk_io_pct] -clock clk0 [all_outputs]
==> results_dict.tcl <==
# collected from the flow reports
set metrics [dict create \
    status "did not finish" \
    haltStage "5_1_grt" \
    error "[ERROR RSZ-0074] Failed to build tree from global routes for pin 'Data[7]' and net 'Data[7]' at grid (3450, 31050): found route to 2 pins, expected 1" \
    ys_cells 39 \
    pin_count 57 \
    synth.avg_cell_area_um2 13.5 \
    unconstrained_endpoints 8 \
    fp-utilization_pct 15.4 \
    ys_warn_count 1 \
    synthCells 39 \
    die_w_um 80 \
    numSynthFlops 8 \
    dp_slack_ps -398 \
    yosys.cell_types.count 7 \
    place.gp.congestion 0.769 \
    rows 21 \
    ys_seq_share_pct 30.4 \
    numPortBuffers 48 \
    syn_area_um2 527 \
    grt_max_degree 6 \
    dieHeight_um 80 \
    ys_area_um2 527 \
]
[cells in the mapped netlist]
cell type | n | area share, %
mux2_2 | 12 | 26
mux2_4 | 12 | 34
dfxtp_1 | 8 | 30
buf_4 | 2 | 2.8
nand2b_1 | 2 | 2.4
nand4b_1 | 2 | 3.3
nor2_2 | 1 | 1.2
[through the flow]
step	hold slack [ps]	total power [W]	utilization, %	cell area (µm²)	cells
after CTS	490	0.00103	41.4	1410	170
after detailed placement	328	0.000538	33.0	1130	138
after floorplan	328	0.000334	-	527	39
after global placement	328	0.000536	33.0	1130	138
[cell families after synthesis]
kind of cell | Yosys count | synth area share (%)
buffers and inverters | 2 | 2.85
DFF | 8 | 30.4
muxes | 24 | 59.9
and+or+nand+nor | 5 | 6.89
[repair_timing]
item | 4_1_cts
resized | 81
hold endpoints to repair | 8
pin swaps | 3
setup endpoints to repair | 30
hold buffers | 8
buffers inserted | 14
Power and IR drop assume default switching activity.
